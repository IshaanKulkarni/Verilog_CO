**flow/config.mk**
```make
export PLATFORM = sky130hd
export DESIGN_NAME = rca
export DESIGN_NICKNAME = rca
export VERILOG_FILES = /design/flow/design.v
export SDC_FILE = /design/flow/constraint.sdc
export NUM_CORES = 4
export LEC_CHECK = 1
export CORE_AREA = 10 10 91 91
export DIE_AREA = 0 0 101 101
```
**flow/constraint.sdc**
```tcl
current_design rca

set clk_period 40.8
set clk_io_pct 0.2

create_clock -name clk0 -period $clk_period

set non_clock_inputs [all_inputs -no_clocks]
set_input_delay [expr $clk_period * $clk_io_pct] -clock clk0 $non_clock_inputs
set_output_delay [expr $clk_period * $clk_io_pct] -clock clk0 [all_outputs]
```
**flow/design.v**
```verilog
module fulladder(sum,cout,a,b,cin);
input a,b,cin;
output sum,cout;
wire carrytemp, sumtemp,carrytemp2;
halfAdder h1(.sum(sumtemp),.carry(carrytemp),.a(a),.b(b));
halfAdder h2(.sum(sum),.carry(carrytemp2),.a(sumtemp),.b(cin));
assign cout=carrytemp|carrytemp2;
endmodule
module halfAdder(sum,carry,a,b);
input a,b;
output sum,carry;
assign sum=a^b;
assign carry=a&b;
endmodule
module rca(cout,sum,a,b,cin);
input [31:0]a;
input[31:0]b;
input cin;
output [31:0]sum;
output cout;
wire w0,w1,w2,w3,w4,w5,w6,w7,w8,w9,w10,w11,w12,w13,w14,w15,w16,w17,w18,w19,w20,w21,w22,w23,w24,w25,w26,w27,w28,w29,w30,w31;
fulladder f1(.sum(sum[0]),.cout(w0),.a(a[0]),.b(b[0]),.cin(cin)); 
fulladder f2(.sum(sum[1]),.cout(w1),.a(a[1]),.b(b[1]),.cin(w0));
fulladder f3(.sum(sum[2]),.cout(w2),.a(a[2]),.b(b[2]),.cin(w1));
fulladder f4(.sum(sum[3]),.cout(w3),.a(a[3]),.b(b[3]),.cin(w2));
fulladder f5(.sum(sum[4]),.cout(w4),.a(a[4]),.b(b[4]),.cin(w3));
fulladder f6(.sum(sum[5]),.cout(w5),.a(a[5]),.b(b[5]),.cin(w4));
fulladder f7(.sum(sum[6]),.cout(w6),.a(a[6]),.b(b[6]),.cin(w5));
fulladder f8(.sum(sum[7]),.cout(w7),.a(a[7]),.b(b[7]),.cin(w6));
fulladder f9(.sum(sum[8]),.cout(w8),.a(a[8]),.b(b[8]),.cin(w7));
fulladder f10(.sum(sum[9]),.cout(w9),.a(a[9]),.b(b[9]),.cin(w8));
fulladder f11(.sum(sum[10]),.cout(w10),.a(a[10]),.b(b[10]),.cin(w9));
fulladder f12(.sum(sum[11]),.cout(w11),.a(a[11]),.b(b[11]),.cin(w10));
fulladder f13(.sum(sum[12]),.cout(w12),.a(a[12]),.b(b[12]),.cin(w11));
fulladder f14(.sum(sum[13]),.cout(w13),.a(a[13]),.b(b[13]),.cin(w12));
fulladder f15(.sum(sum[14]),.cout(w14),.a(a[14]),.b(b[14]),.cin(w13));
fulladder f16(.sum(sum[15]),.cout(w15),.a(a[15]),.b(b[15]),.cin(w14));
fulladder f17(.sum(sum[16]),.cout(w16),.a(a[16]),.b(b[16]),.cin(w15));
fulladder f18(.sum(sum[17]),.cout(w17),.a(a[17]),.b(b[17]),.cin(w16));
fulladder f19(.sum(sum[18]),.cout(w18),.a(a[18]),.b(b[18]),.cin(w17));
fulladder f20(.sum(sum[19]),.cout(w19),.a(a[19]),.b(b[19]),.cin(w18));
fulladder f21(.sum(sum[20]),.cout(w20),.a(a[20]),.b(b[20]),.cin(w19));
fulladder f22(.sum(sum[21]),.cout(w21),.a(a[21]),.b(b[21]),.cin(w20));
fulladder f23(.sum(sum[22]),.cout(w22),.a(a[22]),.b(b[22]),.cin(w21));
fulladder f24(.sum(sum[23]),.cout(w23),.a(a[23]),.b(b[23]),.cin(w22));
fulladder f25(.sum(sum[24]),.cout(w24),.a(a[24]),.b(b[24]),.cin(w23));
fulladder f26(.sum(sum[25]),.cout(w25),.a(a[25]),.b(b[25]),.cin(w24));
fulladder f27(.sum(sum[26]),.cout(w26),.a(a[26]),.b(b[26]),.cin(w25));
fulladder f28(.sum(sum[27]),.cout(w27),.a(a[27]),.b(b[27]),.cin(w26));
fulladder f29(.sum(sum[28]),.cout(w28),.a(a[28]),.b(b[28]),.cin(w27));
fulladder f30(.sum(sum[29]),.cout(w29),.a(a[29]),.b(b[29]),.cin(w28));
fulladder f31(.sum(sum[30]),.cout(w30),.a(a[30]),.b(b[30]),.cin(w29));
fulladder f32(.sum(sum[31]),.cout(w31),.a(a[31]),.b(b[31]),.cin(w30));
endmodule
```
**flow/run.sh**
```bash
#!/bin/bash
# OpenROAD 26Q1-2900-gdf79404cd8, Yosys 0.63+post, stock flow scripts
make -C /OpenROAD-flow-scripts/flow DESIGN_CONFIG=/design/flow/config.mk WORK_HOME=/design/flow/orfs finish
```
==> CHANGELOG.md <==
### Physical design

- Setup crit end: sum[31]
- Syn_area_per_cell: about 13 um^2
- Area delta synth->final: 89.6%
- Largest net degree at the start of global routing: 2
- Slowest-stage cell, CP: clkdlybuf4s50_1
- Initial antenna violation count: 0
- Final-layout clock buffer total: 0
- Yosys stat cell total: slightly above 70
- Max IR drop VDD: roughly 8.1 uV
- Via count: approximately 700
- Power per cell area: ~15 mW/mm^2
- Crit Path Category: input pin to output pin
- Post-CTS Resized: 0
- Placer Congestion: 0.798
- GR Util All Layers: 0.0586
- Gate Count Post-Synth: 71
- Part of the Yosys area used for sequential elements: 0
- Fillers: roughly 640
- Row count: 29
- WL/cell: 14.3 um
- Tcrit/Tclk final: 0.724
- Synth Cell Area: ~910 um^2
- Die Wd: roughly 100 um
- HPWL after detailed placement: between 3 and 4 mm
- Port bufs: 97
- Flop count: 0
- Cell taking the most area after synthesis: fa_1
- Fmax: 33.9 MHz
- Setup tns final: 0 ns
- Die area: between 0.01 and 0.015 mm^2
- Reg area: 0 um^2
- Endpoints failing hold: 0
- Critical Path RT: roughly 33 ns
- Ys Warns: 1
- DRT iter0 DRCs: 1
- Vias in the first global route: between 900 and 1,000
- Die Y: just over 100 um
- Hold crit path type: input pin to output pin
- Max Transition Viols Final: 0
- Critical Path AT: about 21 ns
- YS chip area: around 910 um^2
- Crit path from: b[0]
- # IOs: ~98
- Layout cell share with drive strength beyond 1: 0
- Worst setup SP type: input pin
- Tool Warnings: 32
- Cell mode on critical path: fa_1
- DRC: 0
- Final WL: 3.03 mm
- Minimum clock period: 29.52 ns
- Post-DRT Antenna Nets: 0
- Crit Path Max Fanout: 1
- 1st-pass router iterations: 2
- Main area contributors: fa_1 (68%), buf_4 (27%), xor3_1 (2.6%)
- Crit. End Element: output pin
- Core area: 0.00635 mm^2
- Logic area: 648 um^2
- Vias per Instance: about 3.3
- Setup Buffers After CTS: 0
- Distinct lib cells: 5
- First-pass GRT wire length: about 4.8 mm
- # diodes: 0
- Placed Area: between 0.0015 and 0.002 mm^2
- Finished Cell Area: around 0.0017 mm^2
- Post-layout util: 0.273
- Max-cap violations: 0
- Area leader share: 0.679
- Setup Viol. Count Final: 0
- Static Leakage: around 0.65 nW
- Setup repair after global routing missed its margin: false
- Total global routing overflow: 0
- CP max stage delay: about 0.46 ns
- Cts-stage hold buffer count: 0
- Run status: complete, no violations
- Pre-Place Util: 0.144
==> worst min-delay path by stage <==
stage | startpoint | end | slack [ns] | cells past startpoint
global route | a[31] | sum[31] | 17.38 | 3
CTS | a[31] | sum[31] | 17.33 | 3
finish | a[31] | sum[31] | 17.31 | 3
==> worst max-delay path, delay by kind of cell <==
family | cells | cell delay, ns
fa+ha+maj | 31 | 11.83
xor+xnor | 1 | 0.37
buf+inv | 4 | 1.00
==> layout by cell type, fill, tap and decap left out <==
cell type	n
clkdlybuf4s50_1	97
conb_1	1
fa_1	31
inv_1	5
xor3_1	1
==> metal layers <==
layer / vias up / wire, um / GRT usage
li1: 302 / - / -
met2: 71 / 1320 / 0.100
met4: 0 / 0 / 0
met1: 328 / 1010 / 0.0607
met5: - / 0 / 0
met3: 0 / 692 / 0.0423
==> synthesized netlist by cell type <==
| cell type | instances |
|---|---|
| fa_1 | 31 |
| inv_1 | 5 |
| buf_4 | 33 |
| xor3_1 | 1 |
| conb_1 | 1 |
==> power by group <==
group / internal [mW] / total (mW) / switching, mW / leakage [nW]
logic: 0.0194 / 0.0259 / 0.00652 / 0.651
clock network: 0 / 0 / 0 / 0
registers: 0 / 0 / 0 / 0
==> area by class of cell <==
type                       instances  area share
tap                               77      0.0556
inverter                           5      0.0108
multi-input combinational         33       0.374
timing repair buffer              97       0.560
==> per-stage QoR <==
| step | setup WS, ns | instances | hold WS, ns | power, mW |
|---|---|---|---|---|
| 5_1_grt | 10.77 | 212 | 17.38 | 0.0293 |
| 6_report | 11.28 | 212 | 17.31 | 0.0259 |
| 3_3_place_gp | 11.25 | 212 | 17.32 | 0.0268 |
| 3_5_place_dp | 11.19 | 212 | 17.32 | 0.0268 |
| 2_1_floorplan | 12.39 | 71 | 16.52 | 0.0129 |
| 4_1_cts | 11.17 | 212 | 17.33 | 0.0269 |
==> cell families (layout without fill, tap and decap cells) <==
kind of cell / after synthesis / after routing / share of synthesized area
buf+inv: 38 / 102 / 0.291
xor+xnor: 1 / 1 / 0.0260
other cells: 1 / 1 / 0.00410
fa+ha+maj: 31 / 31 / 0.679
Power is estimated from default activity; no workload was simulated.
