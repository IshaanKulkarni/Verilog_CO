--- ./config.mk ---
export PLATFORM = sky130hd
export DESIGN_NAME = Q5
export DESIGN_NICKNAME = Q5
export VERILOG_FILES = /design/flow/design.v
export SDC_FILE = /design/flow/constraint.sdc
export NUM_CORES = 4
export LEC_CHECK = 1
export CORE_UTILIZATION = 40
--- ./constraint.sdc ---
current_design Q5

set clk_period 1.0
set clk_io_pct 0.2

create_clock -name clk0 -period $clk_period [get_ports {clk}]

set non_clock_inputs [all_inputs -no_clocks]
set_input_delay [expr $clk_period * $clk_io_pct] -clock clk0 $non_clock_inputs
set_output_delay [expr $clk_period * $clk_io_pct] -clock clk0 [all_outputs]
--- ./design.v ---
module _32bitPIPO(Q,D,clk);
input  [31:0]D;
input clk;
output [31:0]Q;
PIPO P1(.D1(D[0]),.D2(D[1]),.D3(D[2]),.D4(D[3]),.clk(clk),.Q1(Q[0]),.Q2(Q[1]),.Q3(Q[2]),.Q4(Q[3]));
PIPO P2(.D1(D[4]),.D2(D[5]),.D3(D[6]),.D4(D[7]),.clk(clk),.Q1(Q[4]),.Q2(Q[5]),.Q3(Q[6]),.Q4(Q[7]));
PIPO P3(.D1(D[8]),.D2(D[9]),.D3(D[10]),.D4(D[11]),.clk(clk),.Q1(Q[8]),.Q2(Q[9]),.Q3(Q[10]),.Q4(Q[11]));
PIPO P4(.D1(D[12]),.D2(D[13]),.D3(D[14]),.D4(D[15]),.clk(clk),.Q1(Q[12]),.Q2(Q[13]),.Q3(Q[14]),.Q4(Q[15]));
PIPO P5(.D1(D[16]),.D2(D[17]),.D3(D[18]),.D4(D[19]),.clk(clk),.Q1(Q[16]),.Q2(Q[17]),.Q3(Q[18]),.Q4(Q[19]));
PIPO P6(.D1(D[20]),.D2(D[21]),.D3(D[22]),.D4(D[23]),.clk(clk),.Q1(Q[20]),.Q2(Q[21]),.Q3(Q[22]),.Q4(Q[23]));
PIPO P7(.D1(D[24]),.D2(D[25]),.D3(D[26]),.D4(D[27]),.clk(clk),.Q1(Q[24]),.Q2(Q[25]),.Q3(Q[26]),.Q4(Q[27]));
PIPO P8(.D1(D[28]),.D2(D[29]),.D3(D[30]),.D4(D[31]),.clk(clk),.Q1(Q[28]),.Q2(Q[29]),.Q3(Q[30]),.Q4(Q[31]));
endmodule
module PIPO(D1,D2,D3,D4,Q1,Q2,Q3,Q4,clk);
input D1,D2,D3,D4;
input clk;
output Q1,Q2,Q3,Q4;
D_FlipFlop F1(.D(D1),.Q(Q1),.clk(clk));
D_FlipFlop F2(.D(D2),.Q(Q2),.clk(clk));
D_FlipFlop F3(.D(D3),.Q(Q3),.clk(clk));
D_FlipFlop F4(.D(D4),.Q(Q4),.clk(clk));
endmodule
module Q5(Din1,Din2,A,B,clk,s0,s1,s2,s3);
input [31:0]Din1;
input [31:0]Din2;
input clk;
input s0,s1,s2,s3;
wire [31:0]Dout1;
wire [31:0]Dout2;
output[31:0] A;
output[31:0] B;
_32bitPIPO R1(.D(Din1),.Q(Dout1),.clk(clk));
_32bitPIPO R2(.D(Din2),.Q(Dout2),.clk(clk));
mux m1(.res(A),.a(Dout1),.b(Dout2),.s0(s0),.s1(s1));
mux m2(.res(B),.a(Dout1),.b(Dout2),.s0(s2),.s1(s3));
endmodule
module D_FlipFlop(Q,clk,D);
output reg Q;
input D;
input clk;
always @(posedge clk)
begin
	Q<=D;
end
endmodule
module mux(res, s0,s1, a,b);
input s0;
input s1;
input [31:0]a;
input [31:0]b;
output reg [31:0]res;
always@(a,b,s0,s1)
case({s0,s1})
3'b01: res=b;
3'b10: res=a;
endcase
endmodule
--- ./run.sh ---
#!/bin/bash
# OpenROAD 26Q1-2900-gdf79404cd8, Yosys 0.63+post, stock flow scripts
make -C /OpenROAD-flow-scripts/flow DESIGN_CONFIG=/design/flow/config.mk WORK_HOME=/design/flow/orfs finish
==> reports/summary.log <==
qor: outcome.status finished, final reports clean
qor: layout.final-comb-area 976 µm²
qor: layout.final_cell_mix 132 x clkdlybuf4s50_1, 64 x dfxtp_1, 64 x dlxtn_1
qor: global_routing.globalRouteOverflowTotal 0
qor: worst_hold_path.hold_path.class input port to register
qor: setup_path.type_of_the_setup_path_with_the_least_slack input port to register
qor: synth.count_of_instantiated_cells_in_the_yosys_netlist 204
qor: cts.clk_root_buffer_cell clkbuf_8
qor: sta.rsz0062_at_grt no
qor: place.hpwl 4190 µm
qor: place.io_buffer_count 132
qor: drt.drt_pre_antenna_iters 4
qor: layout.most_instantiated_logic_cell_after_routing clkdlybuf4s50_1
qor: cts.postCtsSetupRepairBufs 0
qor: sta.slew_viol_final 0
qor: synth.yosys-top-cells-area dfxtp_1 38%, dlxtn_1 29%, mux2_4 27%
qor: setup_path.path_max_fanout 1
qor: run.warnings 25
qor: worst_hold_path.hold_path.startpoint Din1[4]
qor: layout.fin_util 59.8%
qor: setup_path.critical_path_arrival 610 ps
qor: synth.synth.cell_area 0.00336 mm²
qor: place.gp_congestion 0.731
qor: layout.layout-area-overhead-vs-synth 45.4%
qor: synth.synthesis.area_per_instance 16.5 µm²
qor: sta.fin_crit_sh 40.1%
qor: drt.via_per_inst 4.20
qor: cts.cts_hold_buffers 0
qor: die.die-width 93.7 µm
qor: die.die_height 93.7 µm
qor: global_routing.maximum_number_of_pins_on_one_net_before_global_route_repair 33
qor: synth.post_synth_num_cell_types 8
qor: sta.number_of_unconstrained_endpoints 128
qor: sta.tightest_slew 626 ps
qor: cts.cts_inserted_buffers 9
qor: setup_path.worst-path-buf-inv 1
qor: synth.post_synth_inst_count 204
qor: cts.clock_tree.buffer_depth 2
qor: global_routing.global_route_wire_length_before_repair 9700 µm
qor: cts.cts-resized-gates 0
qor: cts.htree_levels 3
qor: sta.number_of_register_pins_that_no_clock_reaches 64
qor: cts.clk_pin_slew_worst_paths 70 ps
qor: setup_path.critical-path-max-stage-delay 410 ps
qor: sta.min_period 401 ps
qor: drt.antenna_cells 0
qor: drt.via_count 1894
qor: global_routing.antenna_violations_before_repair 0
qor: run.drv_cap 0
qor: synth.yosys.area.top_type_share 38.1%
qor: drt.drt_drc_violations_left 0
qor: sta.maxClockFrequency 2.50 GHz
qor: setup_path.cp_top_family buffers and inverters
qor: drt.route.detailed.wl_per_inst 13.6 µm
qor: place.worst_slack_at_placement 254 ps
qor: setup_path.worst_setup_path_startpoint Din2[19]
qor: setup_path.critical_path_rt 1210 ps
qor: setup_path.worstSetupEndpointType register
qor: layout.n_fill_cell 650
qor: cts.cts_tree yes
qor: synth.biggest_area_consumer_among_synthesized_cells dfxtp_1
qor: synth.number_of_synthesis_warnings 2
qor: setup_path.worstSetupStartpointType input port
qor: sta.count_of_final_setup_violators 0
qor: drt.detail-route-antenna-nets 0
qor: sta.setup-tns-final 0 ps
qor: power.vdd.ir_drop.worst 0.731 mV
qor: layout.layout-drive-gt1-share 24.0%
qor: sta.final_critical_path_setup_slack 599 ps
qor: die.die_area 0.00878 mm²
qor: die.fp-utilization 41.1%
qor: die.design.core.area 0.00818 mm²
qor: global_routing.groute.usage.overall 15.3%
qor: die.placement_rows 33
qor: synth.synth-area-yosys 0.00336 mm²
qor: layout.seq_area 0.00224 mm²
qor: die.num_io_pins 133
qor: sta.slew_headroom 58.3%
qor: power.cellPowerDensity 1260 mW/mm²
qor: drt.drt-total-wl 6120 µm
qor: sta.hold_violations 0
qor: drt.detailedRoute.firstIterationViolations 19
qor: power.power.static_leakage 2.17 nW
qor: synth.ys.flops 128
qor: setup_path.crit_chain clkdlybuf4s50_1
qor: setup_path.worst_path_max_delay_cell clkdlybuf4s50_1
qor: global_routing.number_of_global_route_vias_before_repair 1878
synth_stat cells:
master    n
dfxtp_1  64
dlxtn_1  64
mux2_4   60
buf_12    6
mux2_2    4
buf_6     2
ha_1      2
inv_1     2
path summary, 6_finish.rpt:
path          to  slack [ps]  depth (start not counted)
min   R1.P2.F1.Q         300                          1
max   R2.P5.F4.Q         600                          1
logic make-up after synthesis:
logic type / Yosys count / synth area share, %
muxes: 64 / 28.1
DFF: 64 / 38.1
latches: 64 / 28.6
buffers and inverters: 10 / 4.46
adders and majority gates: 2 / 0.744
metrics by stage:
stage,hold WS (ps),instance area (µm²),total power (W),std cells
floorplan,228,3360,0.00360,204
global placement,649,4690,0.00411,435
detailed placement,652,4690,0.00411,435
CTS,279,4890,0.00630,451
global route,267,4890,0.00652,451
finish,302,4890,0.00617,451
per-layer routing:
metal / up-vias / track usage (%) / share of wire, %
met4: 0 / 1.41 / 1.1
met1: 861 / 18.5 / 38
met3: 5 / 7.16 / 11
met5: - / 0 / 0
li1: 950 / - / -
met2: 78 / 26.1 / 50
report_power, final:
part / internal, W / leakage (nW) / switching (W) / total (W)
Clock: 0.00116 / 0.100 / 0.000972 / 0.00213
Combinational: 0.000699 / 1.01 / 0.000244 / 0.000943
Sequential: 0.00301 / 1.06 / 0.0000873 / 0.00309
Total: 0.00487 / 2.17 / 0.00130 / 0.00617
area by class of cell:
cell class                      count  share of cell area, %
Multi-Input combinational cell     66                   20.0
Sequential cell                   128                   45.8
Clock inverter                      6                   1.43
Timing Repair Buffer              134                   27.3
Clock buffer                       10                   2.61
Inverter                            2                  0.153
Tap cell                          105                   2.69
Power and IR drop assume default switching activity.
